`/design/flow/run.sh`:
```
#!/bin/bash
# OpenROAD 26Q1-2900-gdf79404cd8, Yosys 0.63+post, stock flow scripts
make -C /OpenROAD-flow-scripts/flow DESIGN_CONFIG=/design/flow/config.mk WORK_HOME=/design/flow/orfs finish
```
`/design/flow/config.mk`:
```
export PLATFORM = sky130hd
export DESIGN_NAME = stopwatch
export DESIGN_NICKNAME = stopwatch
export VERILOG_FILES = /design/flow/design.v
export SDC_FILE = /design/flow/constraint.sdc
export NUM_CORES = 4
export LEC_CHECK = 1
export CORE_UTILIZATION = 30
```
`/design/flow/constraint.sdc`:
```
current_design stopwatch

set clk_period 6.9
set clk_io_pct 0.2

create_clock -name clk0 -period $clk_period [get_ports {clk}]

set non_clock_inputs [all_inputs -no_clocks]
set_input_delay [expr $clk_period * $clk_io_pct] -clock clk0 $non_clock_inputs
set_output_delay [expr $clk_period * $clk_io_pct] -clock clk0 [all_outputs]
```
`/design/flow/design.v`:
```
`timescale 1ns / 1ps
module DecToSeg(
    input [3:0] dec,
    output reg [7:0] seg
    );
   always @*
	begin
		case (dec)
			4'd0: seg = 8'b0011_1111;
			4'd1: seg = 8'b0000_0110;
			4'd2: seg = 8'b0101_1011;
			4'd3: seg = 8'b0100_1111;
			4'd4: seg = 8'b0110_0110;
			4'd5: seg = 8'b0110_1101;
			4'd6: seg = 8'b0111_1101;
			4'd7: seg = 8'b0000_0111;
			4'd8: seg = 8'b0111_1111;
			4'd9: seg = 8'b0110_0111;
			default: seg = 8'b0000_0000;
		endcase
		seg = ~seg;
	end
endmodule
`timescale 1ns / 1ps
module ModNCounter #(parameter [31:0] N = 32'd10)(
    input clk,
    input rst,
    input count_en,
    output reg [31:0] out,
    output reg tc
    );
	always @ (posedge clk or posedge rst)
	begin
		if (rst)
			out <= 32'd0;
		else if (count_en) begin
			if (out == N - 2)
				tc <= 1;
			else
				tc <= 0;
			if (out == N - 1)
				out <= 32'd0;
			else
				out <= out + 1;
		end
	end
endmodule
`timescale 1ns / 1ps
module clock(
    clk_master,
    clk1,
    clk2,
    clk_fast,
    clk_blink
    );
    input clk_master; 
	output reg clk1 = 0;
	output reg clk2 = 0;
	output wire clk_fast;
	output reg clk_blink = 0;
   wire tc1;
	wire tc2;
	wire tc_fast;
	wire tc_blink;
	ModNCounter #(32'd50_000_000) clk1_counter( 
															  .clk(clk_master),
															  .rst(1'b0),
															  .count_en(1'b1),
															  .out(),
															  .tc(tc1));
	ModNCounter #(32'd25_000_000) clk2_counter( 
															  .clk(clk_master),
															  .rst(1'b0),
															  .count_en(1'b1),
															  .out(),
															  .tc(tc2));
	ModNCounter #(32'd140_000) clk_fast_counter( 
																.clk(clk_master),
																.rst(1'b0),
																.count_en(1'b1),
																.out(),
																.tc(clk_fast));
	ModNCounter #(32'd12_500_000) clk_blink_counter( 
																 .clk(clk_master),
																 .rst(1'b0),
																 .count_en(1'b1),
																 .out(),
																 .tc(tc_blink));
	always @ (posedge clk_master)
	begin
		if (tc1)
			clk1 <= ~clk1;
		if (tc2)
			clk2 <= ~clk2;
		if (tc_blink)
			clk_blink <= ~clk_blink;
	end
endmodule
`timescale 1ns / 1ps
module counter_controller(
    input clk1,
    input clk2,
    input rst,
    input min_en,
    input sec_en,
    output [3:0] min1,
    output [3:0] min0,
    output [3:0] sec1,
    output [3:0] sec0
    );
	wire [31:0] min1_temp;
	wire [31:0] min0_temp;
	wire [31:0] sec1_temp;
	wire [31:0] sec0_temp;
	wire min1_tc;
	wire min0_tc;
	wire sec1_tc;
	wire sec0_tc;
	wire clk_min;
	wire clk_sec;
	assign clk_min = (min_en & ~sec_en) ? clk2 : clk1;
	assign clk_sec = (~min_en & sec_en) ? clk2 : clk1;
	ModNCounter #(32'd6) min1Counter ( 
												 .clk(clk_min),
												 .rst(rst),
												 .count_en((min0_tc & sec1_tc & sec0_tc & min_en) | (min_en & ~sec_en & min0_tc)),
												 .out(min1_temp),
												 .tc(min1_tc));
	ModNCounter #(32'd10) min0Counter ( 
												 .clk(clk_min),
												 .rst(rst),
												 .count_en((sec1_tc & sec0_tc & min_en) | (min_en & ~sec_en)),
												 .out(min0_temp),
												 .tc(min0_tc));
	ModNCounter #(32'd6) sec1Counter ( 
												 .clk(clk_sec),
												 .rst(rst),
												 .count_en(sec0_tc & sec_en),
												 .out(sec1_temp),
												 .tc(sec1_tc));
	ModNCounter #(32'd10) sec0Counter ( 
												 .clk(clk_sec),
												 .rst(rst),
												 .count_en(sec_en),
												 .out(sec0_temp),
												 .tc(sec0_tc));												 
	assign min1 = min1_temp[3:0];
	assign min0 = min0_temp[3:0];
	assign sec1 = sec1_temp[3:0];
	assign sec0 = sec0_temp[3:0];
endmodule
`timescale 1ns / 1ps
module display_controller(
    input clk,
    input clk_blink,
    input blink_min_en,
    input blink_sec_en,
    input [3:0] min1,
    input [3:0] min0,
    input [3:0] sec1,
    input [3:0] sec0,
    output reg [7:0] seg,
    output reg [3:0] an
    );
   reg [1:0] cur_digit = 2'b00;
	wire [7:0] seg_min1;
	wire [7:0] seg_min0;
	wire [7:0] seg_sec1;
	wire [7:0] seg_sec0;
	DecToSeg seg_min1_( 
							 .dec(min1),
							 .seg(seg_min1));
	DecToSeg seg_min0_( 
							 .dec(min0),
							 .seg(seg_min0));
	DecToSeg seg_sec1_( 
							 .dec(sec1),
							 .seg(seg_sec1));
	DecToSeg seg_sec0_( 
							 .dec(sec0),
							 .seg(seg_sec0));
	always @ (posedge clk)
    begin
		case (cur_digit)
			2'b11: 
				begin
					if (blink_min_en & clk_blink)
						an <= 4'b1111;
					else
						an <= 4'b0111;
					seg <= seg_min1;
					cur_digit <= 2'b00;
				end
			2'b10: 
				begin
					if (blink_min_en & clk_blink)
						an <= 4'b1111;
					else
						an <= 4'b1011;
					seg <= seg_min0;
					cur_digit <= 2'b11;
				end
			2'b01:
				begin
					if (blink_sec_en & clk_blink)
						an <= 4'b1111;
					else
						an <= 4'b1101;
					seg <= seg_sec1;
					cur_digit <= 2'b10;
				end
			2'b00:
				begin
					if (blink_sec_en & clk_blink)
						an <= 4'b1111;
					else
						an <= 4'b1110;
					seg <= seg_sec0;
					cur_digit <= 2'b01;
				end
		endcase
	end
endmodule
`timescale 1ns / 1ps
module state_controller(
    clk,
	clk_fast,
    sel,
    adj,
    pause,
    cur_state
    );
     input clk;
     input clk_fast;
     input sel;
     input adj;
     input pause;
	 output reg [1:0] cur_state = 2'b00;
	 reg pause_d;
	 reg pause_dd;
	always @ (posedge clk_fast)
	begin
		pause_d <= pause;
		pause_dd <= pause_d;
	end
	always @ (posedge clk)
	begin
		case (cur_state)
			2'b00: 
			begin
				if (~pause_dd & pause_d & clk_fast)
					cur_state <= 2'b01;
				else if (adj & ~sel)
					cur_state <= 2'b10;
				else if (adj & sel)
					cur_state <= 2'b11;
				else 
					cur_state <= 2'b00;
			end
			2'b01:
			begin
				if (~pause_dd & pause_d & clk_fast)
				begin
					if (adj & ~sel)
						cur_state <= 2'b10;
					else if (adj & sel)
						cur_state <= 2'b11;
					else
						cur_state <= 2'b00;
				end		
			end
			2'b10:
			begin
				if (~pause_dd & pause_d & clk_fast)
					cur_state <= 2'b01;
				else if (sel)
					cur_state <= 2'b11;
				else if (~adj)
					cur_state <= 2'b00;
				else
					cur_state <= 2'b10;
			end
			2'b11:
			begin
				if (~pause_dd & pause_d & clk_fast)
					cur_state <= 2'b01;
				else if (~sel)
					cur_state <= 2'b10;
				else if (~adj)
					cur_state <= 2'b00;
				else
					cur_state <= 2'b11;
			end
		endcase
	end
endmodule
`timescale 1ns / 1ps
module state_registers(
    input clk,
    input [1:0] cur_state,
    output reg min_en,
    output reg sec_en,
    output reg blink_min_en,
    output reg blink_sec_en
    );
	always @ (posedge clk)
	begin
		case (cur_state)
			2'b00:
			begin
				min_en <= 1'b1;
				sec_en <= 1'b1;
				blink_min_en <= 1'b0;
                blink_sec_en <= 1'b0;
			end
			2'b01:
			begin
				min_en <= 1'b0;
				sec_en <= 1'b0;
				blink_min_en <= 1'b0;
                blink_sec_en <= 1'b0;
			end
			2'b10:
			begin
				min_en <= 1'b1;
				sec_en <= 1'b0;
				blink_min_en <= 1'b1;
                blink_sec_en <= 1'b0;
			end
			2'b11:
			begin
				min_en <= 1'b0;
				sec_en <= 1'b1;
                blink_min_en <= 1'b0;
				blink_sec_en <= 1'b1;
			end
		endcase
	end
endmodule
`timescale 1ns / 1ps
module stopwatch(
    input clk,
    input [1:0] sw,
    input btnP,
    input btnR,
    output [7:0] seg,
    output [3:0] an
    );
	wire clk1;
	wire clk2;
	wire clk_fast;
	wire clk_blink;
	wire [3:0] min1;
	wire [3:0] min0;
	wire [3:0] sec1;
	wire [3:0] sec0;
	wire [1:0] cur_state;
	wire min_en;
	wire sec_en;
	wire blink_min_en;
    wire blink_sec_en;
	clock clock_( 
					 .clk_master(clk),
					 .clk1(clk1),
					 .clk2(clk2),
					 .clk_fast(clk_fast),
					 .clk_blink(clk_blink));
	counter_controller counter_controller_( 
														.clk1(clk1),
														.clk2(clk2),
														.rst(btnR),
														.min_en(min_en),
														.sec_en(sec_en),
														.min1(min1),
														.min0(min0),
														.sec1(sec1),
														.sec0(sec0));
	display_controller display_controller_( 
														.clk(clk_fast),
														.clk_blink(clk_blink),
														.blink_min_en(blink_min_en),
                                                        .blink_sec_en(blink_sec_en),
														.min1(min1),
														.min0(min0),
														.sec1(sec1),
														.sec0(sec0),
														.seg(seg),
														.an(an));
	state_controller state_controller_( 
												  .clk(clk),
												  .clk_fast(clk_fast),
												  .sel(sw[0]),
												  .adj(sw[1]),
												  .pause(btnP),
												  .cur_state(cur_state));			
	state_registers state_registers_( 
												.clk(clk),
												.cur_state(cur_state),
												.min_en(min_en),
												.sec_en(sec_en),
												.blink_min_en(blink_min_en),
                                                .blink_sec_en(blink_sec_en));
endmodule
```
==> run notes <==
fresh numbers from the pnr run: Top cells excl fill/tap sky130_fd_sc_hd__dfxtp_1, sky130_fd_sc_hd__xnor2_1, sky130_fd_sc_hd__nand2_1, fraction of final layout cells with drive strength greater than 1 3.94%, Critical Path Slowest Stage Cell sky130_fd_sc_hd__or4b_1, final routed DRC violation total 0, n_diodes 0, number of global-route vias before repair 9,088, worst supply voltage drop on vdd about 0.15 mV, count of flip-flops with a built-in enable after synthesis 8, Warnings, synthesis 11, chip area 46,600 um2, total routing resource utilization after global routing roughly 11%, outcome finished clean, number of register pins that no clock reaches ~150, synthesized instance count roughly 1.4k, unrepaired setup endpoints after global routing no, crit-path cells ha_1 > inv_1 > nor3_4 > or4b_1 > nor3_2 > xor2_1, global placer's final weighted congestion approximately 0.85, final-report setup violation count 0, kind of end point of the critical path flip-flop, number of unconstrained endpoints approximately 160, routed length per placed instance 12.3 um, FF-to-FF End clock_.clk_blink_counter.out[26], number of endpoints with negative hold slack in the final report 0, biggest area consumer among synthesized cells sky130_fd_sc_hd__dfrtp_1, Setup TNS Final 0 ns, die height 216 um, mean number of vias per cell 4.79, fill cell total of the finished layout 4,509, number of max-cap violations 0, Worst Setup Path Type flip-flop to flip-flop, register cell area after layout 6470 um2, clk buf depth 2, area delta synth->final 10.3%, total of buffers placed on input and output ports 15, Initial Util 30.3%, delay-heaviest family, CP simple AND/OR/NAND/NOR gates, Synth Area per Inst around 9.6 um2, number of H-tree levels 4, longest individual stage delay on the worst path 0.64 ns, area after detailed placement 14,500 um2, kind of start point of the critical path flip-flop, multi-input logic area roughly 7000 um2, first-pass GRT wire length 43,600 um, Worst R2R Path Depth 6, Post-DRT Antenna Nets 0, total clock buffers created by CTS 17, chip width 216 um, Post-Layout Inst Area 15,200 um2, row count a little under 80, R2R Setup Slk 4.75 ns, power density of the placed cells 181 nW/um2, Worst EP arrival 2.51 ns, Mapped Area 13,700 um2, TritonCTS clock tree done, share of the synthesized area in the top cell type 23.3%, number of warnings the tools reported around 58, Static Leakage roughly 0.006 uW, post_cts resized 0, highest net fanout along the worst path 6, Yosys Instances 1,431, number of stages on the worst setup path 6, CTS root buffer sky130_fd_sc_hd__clkbuf_16, DP Cell Count 2,016, number of optimization iterations in the first detailed-route pass 5, Worst Clk Skew 0.00610 ns, Max transition margin 43.4%, sequential element share of the synthesized area 47.1%, final slew viol count 0, most numerous logic cell after layout sky130_fd_sc_hd__dfxtp_1, initial DRC count about 600, data required time at the worst endpoint ~7.3 ns, final worst path period share between 30% and 40%, cts-stage hold buffer count 0, worst hold margin 0.429 ns, Clock Pin Slew Worst Setup and Hold Paths ~0.06 ns, Routed WL approximately 25,000 um, initial antenna violation count 0, residual overflow from global routing 0, Flops after synth 287, slew at the pin closest to its max-slew limit ~0.85 ns, summed standard-cell area reported by yosys 13,700 um2, r2r startpoint clock_.clk_blink_counter.out[0], # Post-CTS Setup Buffers 0, Critical Path Start clock_.clk_blink_counter.out[0], vias post-DR 9,801, top cells by area in the synthesized netlist sky130_fd_sc_hd__dfrtp_1, sky130_fd_sc_hd__dfxtp_1, sky130_fd_sc_hd__xnor2_1, achievable frequency 464 MHz, Non-Filler Instances around 2k, Critical Path Sink clock_.clk_blink_counter.out[26], HPWL after detailed placement 18,300 um, maximum number of pins on one net before global-route repair 67, distinct cell type count after synthesis 64, type of the most critical hold path flip-flop to flip-flop, CP Buf/Inv Count 1, later-pin clock latency in the skew report about 0.42 ns, I/O pins 17, Placeable Area 45,300 um2, share of synthesized registers carrying an async set or reset 44.6%, top_reg_cell synth sky130_fd_sc_hd__dfxtp_1, post-route minimum period 2.15 ns
## worst register-to-register path, cell delays in order (launching register included)
cell and delay, ns:
sky130_fd_sc_hd__dfxtp_1 0.40, sky130_fd_sc_hd__ha_1 0.26, sky130_fd_sc_hd__inv_1 0.14, sky130_fd_sc_hd__nor3_4 0.30, sky130_fd_sc_hd__or4b_1 0.64, sky130_fd_sc_hd__nor3_2 0.20, sky130_fd_sc_hd__xor2_1 0.15
## power breakdown
part	internal (uW)	switching [uW]
clock	559	361
sequential	1240	109
combinational	159	315
total	1960	785
## through the flow
stage          total power (uW)  setup slack [ns]  utilization [%]
2_1_floorplan              1700              4.96                -
3_3_place_gp               1840              4.45             32.1
3_5_place_dp               1850              4.44             32.1
4_1_cts                    2780              4.74             33.5
5_1_grt                    2890              4.57             33.5
6_report                   2750              4.75             33.5
## cell usage after synthesis, types with 8 or more instances
| master | count |
|---|---|
| sky130_fd_sc_hd__and4_1 | 25 |
| sky130_fd_sc_hd__o221ai_1 | 13 |
| sky130_fd_sc_hd__buf_2 | 8 |
| sky130_fd_sc_hd__a21oi_1 | 27 |
| sky130_fd_sc_hd__clkbuf_1 | 23 |
| sky130_fd_sc_hd__dfxtp_1 | 151 |
| sky130_fd_sc_hd__and2_1 | 13 |
| sky130_fd_sc_hd__nor2_1 | 129 |
| sky130_fd_sc_hd__nor4b_1 | 15 |
| sky130_fd_sc_hd__nand3_1 | 107 |
| sky130_fd_sc_hd__nor3_1 | 29 |
| sky130_fd_sc_hd__xor2_1 | 78 |
| sky130_fd_sc_hd__ha_1 | 43 |
| sky130_fd_sc_hd__nand4_1 | 76 |
| sky130_fd_sc_hd__nand2b_1 | 14 |
| sky130_fd_sc_hd__a31oi_1 | 8 |
| sky130_fd_sc_hd__edfxtp_1 | 8 |
| sky130_fd_sc_hd__and3_1 | 43 |
| sky130_fd_sc_hd__nand2_1 | 130 |
| sky130_fd_sc_hd__dfrtp_1 | 128 |
| sky130_fd_sc_hd__o21ai_0 | 27 |
| sky130_fd_sc_hd__inv_1 | 47 |
| sky130_fd_sc_hd__xnor2_1 | 143 |
| sky130_fd_sc_hd__mux2i_1 | 12 |
| sky130_fd_sc_hd__nor4_1 | 48 |
## routing by layer
metal | part of all wire (%) | track usage (%) | wire length, um | up-vias
met5 | 0 | 0 | 0 | -
met1 | 52 | 17.8 | 13200 | 4596
met4 | 0.72 | 0.704 | 182 | 0
met2 | 44 | 16.9 | 11000 | 113
met3 | 3.2 | 1.56 | 807 | 15
li1 | - | - | - | 5077
## sequential cells by signal, summed over array words and instances (netlist names), 2 cells and up
register                             count
clock_.clk1_counter.out                 32
clock_.clk2_counter.out                 32
clock_.clk_blink_counter.out            32
clock_.clk_fast_counter.out             32
counter_controller_.min0Counter.out     32
counter_controller_.min1Counter.out     32
counter_controller_.sec0Counter.out     32
counter_controller_.sec1Counter.out     32
display_controller_.seg                  7
display_controller_.an                   4
display_controller_.cur_digit            2
state_controller_.cur_state              2
## logic make-up after synthesis
family	share of synthesized area, %
AND-OR/OR-AND	5.19
XOR/XNOR	14.1
adder cells (fa/ha/maj)	3.92
buffers and inverters	2.31
flip-flops	47.1
multiplexers	0.874
other	0.0273
AND/OR/NAND/NOR	26.5
## how the worst min path moves through the flow
stage	from	end	depth (start not counted)
after CTS	clock_.clk1_counter.tc	clock_.clk1	0
final	clock_.clk1_counter.tc	clock_.clk1	0
after global routing	clock_.clk1_counter.tc	clock_.clk1	0
## final cells by class
type / count / share of cell area [%]
Multi-Input combinational cell: 1063 / 46.0
Sequential cell: 287 / 42.7
Tap cell: 600 / 4.95
Clock buffer: 18 / 2.97
Timing Repair Buffer: 19 / 1.19
Inverter: 47 / 1.18
Clock inverter: 14 / 1.07
Power is estimated from default activity; no workload was simulated.
