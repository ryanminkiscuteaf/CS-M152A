$ cat design/flow/config.mk
export PLATFORM = sky130hd
export DESIGN_NAME = ball_clock
export DESIGN_NICKNAME = ball_clock
export VERILOG_FILES = /design/flow/design.v
export SDC_FILE = /design/flow/constraint.sdc
export NUM_CORES = 4
export LEC_CHECK = 1
export CORE_UTILIZATION = 50
$ cat design/flow/run.sh
#!/bin/bash
# OpenROAD 26Q1-2900-gdf79404cd8, Yosys 0.63+post, stock flow scripts
make -C /OpenROAD-flow-scripts/flow DESIGN_CONFIG=/design/flow/config.mk WORK_HOME=/design/flow/orfs finish
$ cat design/flow/constraint.sdc
current_design ball_clock

set clk_period 7.1
set clk_io_pct 0.2

create_clock -name clk0 -period $clk_period [get_ports {clk}]

set non_clock_inputs [all_inputs -no_clocks]
set_input_delay [expr $clk_period * $clk_io_pct] -clock clk0 $non_clock_inputs
set_output_delay [expr $clk_period * $clk_io_pct] -clock clk0 [all_outputs]
$ cat design/flow/design.v
`timescale 1ns / 1ps
module ball_clock(
    input clk,
    input rst,
    input [7:0] sw,
    output reg clk_ball
    );
    parameter BCN7 = 50_000;
    parameter BCN6 = 100_000;
    parameter BCN5 = 200_000;
    parameter BCN4 = 300_000;
    parameter BCN3 = 400_000;
    parameter BCN2 = 500_000;
    parameter BCN1 = 600_000;
    parameter BCN0 = 800_000;
    parameter BCNX = 1_000_000;
    wire clk_ball_temp7;
    wire clk_ball_temp6;
    wire clk_ball_temp5;
    wire clk_ball_temp4;
    wire clk_ball_temp3;
    wire clk_ball_temp2;
    wire clk_ball_temp1;
    wire clk_ball_temp0;
    wire clk_ball_tempx;
	clock_N_Hz #(50_000_000 / BCN7) cb7 ( 
                                        .clk(clk),
                                        .rst(rst),
                                        .en(1),
                                        .cout(clk_ball_temp7));
    clock_N_Hz #(50_000_000 / BCN6) cb6 ( 
                                        .clk(clk),
                                        .rst(rst),
                                        .en(1),
                                        .cout(clk_ball_temp6));
    clock_N_Hz #(50_000_000 / BCN5) cb5 ( 
                                        .clk(clk),
                                        .rst(rst),
                                        .en(1),
                                        .cout(clk_ball_temp5));                               
    clock_N_Hz #(50_000_000 / BCN4) cb4 ( 
                                        .clk(clk),
                                        .rst(rst),
                                        .en(1),
                                        .cout(clk_ball_temp4));
    clock_N_Hz #(50_000_000 / BCN3) cb3 ( 
                                        .clk(clk),
                                        .rst(rst),
                                        .en(1),
                                        .cout(clk_ball_temp3));
    clock_N_Hz #(50_000_000 / BCN2) cb2 ( 
                                        .clk(clk),
                                        .rst(rst),
                                        .en(1),
                                        .cout(clk_ball_temp2));
    clock_N_Hz #(50_000_000 / BCN1) cb1 ( 
                                        .clk(clk),
                                        .rst(rst),
                                        .en(1),
                                        .cout(clk_ball_temp1));
    clock_N_Hz #(50_000_000 / BCN0) cb0 ( 
                                        .clk(clk),
                                        .rst(rst),
                                        .en(1),
                                        .cout(clk_ball_temp0));
    clock_N_Hz #(50_000_000 / BCNX) cbx ( 
                                        .clk(clk),
                                        .rst(rst),
                                        .en(1),
                                        .cout(clk_ball_tempx));
    always @*
    begin
        if (sw[7])
           clk_ball <= clk_ball_temp7;
        else if (sw[6])
            clk_ball <= clk_ball_temp6;
        else if (sw[5])
            clk_ball <= clk_ball_temp5;
        else if (sw[4])
            clk_ball <= clk_ball_temp4;
        else if (sw[3])
            clk_ball <= clk_ball_temp3;
        else if (sw[2])
            clk_ball <= clk_ball_temp2;
        else if (sw[1])
            clk_ball <= clk_ball_temp1;
        else if (sw[0])
           clk_ball <= clk_ball_temp0;
        else
           clk_ball <= clk_ball_tempx;
    end
endmodule
`timescale 1ns / 1ps
module clock_N_Hz #(parameter N=1) (
    input clk,
    input rst,
	input en,
    output reg cout
    );
	parameter mod_N = 50_000_000 / N;
	wire tc;
	mod_N_counter #(mod_N) mod_N_counter_ ( 
												  .clk(clk),
												  .rst(rst),
												  .en(en),
												  .count(),
												  .tc(tc));
	always @ (posedge clk)
	begin
		if (rst)
			cout <= 1'b0;
		else if (tc)
			cout <= ~cout;
	end
endmodule
`timescale 1ns / 1ps
module mod_N_counter #(parameter N = 10)(
    input clk,
    input rst,
    input en,
    output reg [31:0] count,
    output reg tc
    );
	always @ (posedge clk)
	begin
		if (rst)
			begin
				count <= 32'd0;
				tc <= 1'b0;
			end
		else if (en)
			begin
				if (count == N - 2)
					tc <= 1'b1;
				else
					tc <= 1'b0;
				if (count == N - 1)
					count <= 32'd0;
				else
					count <= count + 1;
			end
	end
endmodule
==> run summary <==
Synthesis and place-and-route results.

- For this block, the via count after detailed routing is 10600.
- The worst setup path is captured at a primary output.
- Counting the fill cells in the layout gives 2392.
- Dividing the detail-routed via count by the number of cells gives 5.30.
- The start of the worst register-to-register path is cbx.mod_N_counter_.count[0]$_SDFF_PP0_.
- Summed over all layers, the routed wires come to 26400 µm.
- The maximum number of pins on one net before global-route repair is 33.
- The critical-path maximum fanout is 1.
- The total count of hold-check failures in the final report is 0.
- Of the total power, the clock network draws 0.505.
- The type of the setup path with the least slack is input pin to primary output.
- The cell that appears most often on the critical path is clkdlybuf4s50_1.
- In this run the deepest clock path goes through 3 buffers.
- The total of endpoints with negative setup slack in the final report is 0.
- Looking at hold timing, the worst path starts from cb3.mod_N_counter_.count[0]$_SDFF_PP0_.
- The share of flip-flops with an asynchronous set or reset after synthesis is 0.
- Headroom to the max-slew limit came out at 0.354.
- Power spread over the standard cell area amounts to 236 nW/µm².
- The initial core utilization is 0.512.
- For reference, the critical path is launched at sw[0].
- The count of flip-flops with a built-in enable after synthesis is 0.
- The most used flip-flop cell is dfxtp_1.
- The net switching power is 0.000745 W.
- The area of the core is 27100 µm².
- The floorplan has 60 rows.
- The slew at the pin with the worst max-slew slack is 960 ps.
- The final timing report gives a worst setup slack of 2500 ps.
- The final setup skew is 14.3 ps.
- The clock latency on the worst-skew pair is 510 ps.
- The area growth from synthesis to layout is 12.1%.
- Clock tree synthesis inserted a total of 35 buffers.
- The wire length of the first global-routing pass is 46600 µm.
- The average instance area after synthesis is 8.66 µm².
- Per the OpenROAD floorplan log, the height of the die is 169 µm.
- Detailed placement ended at an HPWL of 17100 µm.
- Across every metal layer, demand over resource in global routing totals 0.200.
- Setup repair after global routing left no endpoint under its margin.
- The tightest hold margin is 464 ps.
- The share of total power consumed by net switching is 0.203.
- The count of placed standard cells in the final layout, fillers left out is 2003.
- Yosys stat counts 1602 cells in the synthesized netlist.
- The yosys-reported design area after synthesis is 13900 µm².
- Buffers inserted to repair hold after CTS numbered 0.
- The count of cells resized by post-cts repair is 0.
- In this run the worst hold path is classified as flop to flop.
- The internal power of the cells totals 0.00292 W.
- The initial antenna violation count is 0.
- The data arrival time of the critical path is 3180 ps.
- The worst endpoint required time is 5680 ps.
- The count of pins on the block boundary is 11.
- The final clock period utilization by the worst path is 0.648.
- The worst setup path is launched from an input pin.
- The highest ir drop seen on vdd is 211 µV.
- Max-cap violations in this run came to 0.
- The number of diodes added for antenna fixing is 0.
- The share of total power dissipated in sequential elements is 0.477.
- Once detail routing completed, the nets flagged for antenna violations numbered 0.
- The total of warnings raised by yosys is 28.
- In the routed design, unresolved DRC markers number 0.
- Per the log, the first TritonRoute iteration ended with a DRC count of 768.
- The placement report lists the number of port buffers as 10.
- The number of global-route vias before repair was 9860.
- In the final routed layout, each cell accounts on average for 13.2 µm.
- For this run, the top clock speed supported by timing is 217 MHz.
- The total negative setup slack is 0 ps.
- The clock sink total is 306.
- The slowest stage of the critical path belongs to the cell clkdlybuf4s50_1.
- Per Yosys stat, the portion of area used by sequential elements is 0.441.
- The number of distinct library cells after synthesis is 48.
- The die span in x is 169 µm.
- The flow ran to the end, and the final reports show no timing, DRC or antenna violations.
- Prior to clock tree synthesis, the placed netlist has a worst setup slack of 2410 ps.
- The total standard cell area after synthesis is 13900 µm².
- Of the cells placed in the final design, the portion with a size suffix greater than 1 is 0.0607.
- The cell total after placement is 1940.
- Broken down by cell family, the worst path's largest delay share belongs to buffers and inverters.
- The largest single stage delay on the critical path is 480 ps.
- The routability congestion estimate from global placement is 0.819.
- Clock tree synthesis selected as its root buffer the cell clkbuf_16.
- Summed over all cells, the static leakage comes to 5.38 nW.
- The total count of max-transition violations in the final report is 0.
- In the layout the commonest cells are nor2_1, dfxtp_1, xor2_1.
- The power report attributes to the combinational group a share of 0.019.
- The chip occupies 28400 µm².
- The synthesized instance count is 1602.
- The minimum period implied by the final worst setup slack is 4600 ps.
- The most instantiated logic cell after routing is nor2_1.
- The total buffers and inverters traversed by the critical path is 2.
- The first detailed-routing pass took 6 iterations.
- In this run the post-CTS setup repair buffer count came out at 0.
- Per the GRT congestion report, total overflow comes to 0.
- The cell sequence reported for the critical path is clkdlybuf4s50_1 > mux2i_1 > nor2_1 > a21oi_1 > o21ai_0 > a21o_1 > clkdlybuf4s50_1.
- Clock-pin slew was measured on the worst setup and hold paths at 50 ps.
- Warnings raised by the tools during the run amount to 35.
- The H-tree generated during clock tree synthesis spans 2 levels.
- TritonCTS built the clock tree.
- Once synthesis finished, the tally of register bits stood at 306.
[routing by layer]
layer,vias to the layer above,track usage,share of wire
met3,33,0.0307,0.032
met5,-,0,0
li1,5585,-,-
met1,4878,0.319,0.52
met4,0,0.0312,0.017
met2,120,0.303,0.43
[final cells by class]
| cell class | instances | area [µm²] | area share |
|---|---|---|---|
| multi-input combinational | 1213 | 7440 | 0.478 |
| sequential | 306 | 6130 | 0.394 |
| clock buffer | 53 | 1130 | 0.0724 |
| tap | 372 | 465 | 0.0299 |
| timing repair buffer | 25 | 213 | 0.0137 |
| clock inverter | 10 | 100 | 0.00643 |
| inverter | 24 | 90.1 | 0.00579 |
[synth_stat cells (2+ instances only)]
cell type	number	area share
nor2_1	327	0.088
or2_2	4	0.0018
nor2b_1	2	0.00090
inv_1	24	0.0065
or4_1	3	0.0016
clkbuf_1	34	0.0092
ha_1	19	0.017
nand4_1	103	0.046
dfxtp_1	306	0.44
nor3_1	43	0.016
o41ai_1	2	0.0013
and3_1	35	0.016
nand2_1	91	0.025
or3_1	17	0.0077
nor3_2	2	0.0014
o41ai_2	2	0.0023
and2_1	11	0.0050
xor2_1	151	0.095
nor4_2	4	0.0036
nor4_1	60	0.027
buf_1	2	0.00054
nor4_4	2	0.0031
o21ai_0	13	0.0047
a21oi_1	16	0.0058
nand4b_1	2	0.0013
nand3_1	108	0.039
nor2_2	2	0.00090
a21o_1	6	0.0032
xnor2_1	115	0.073
buf_2	20	0.0072
and4_1	42	0.027
nor4b_1	18	0.011
[worst paths after layout]
kind / end / slack, ps / depth (start not counted)
max: clk_ball / 2500 / 7
min: cb3.mod_N_counter_.count[0]$_SDFF_PP0_ / 460 / 1
max reg2reg: cbx.mod_N_counter_.count[12]$_SDFF_PP0_ / 4480 / 6
min reg2reg: cb3.mod_N_counter_.count[0]$_SDFF_PP0_ / 460 / 1
[power groups by stage]
stage | Clock [W] | Combinational, W | Sequential, W
CTS | 0.00191 | 0.0000709 | 0.00175
global route | 0.00197 | 0.0000806 | 0.00175
finish | 0.00185 | 0.0000694 | 0.00175
[through the flow]
stage	utilization	total power, W	cell area (µm²)
global placement	0.529	0.00185	14300
detailed placement	0.529	0.00185	14300
global route	0.574	0.00380	15600
floorplan	-	0.00183	13900
finish	0.574	0.00367	15600
CTS	0.574	0.00372	15600
[kinds of logic (layout without fill, tap and decap cells)]
logic type,after synthesis,in the layout,synth area share
xor+xnor,266,266,0.168
fa+ha+maj,19,19,0.0171
mux,1,1,0.000721
simple gates,885,885,0.328
compound gates,42,42,0.0191
flops,306,306,0.441
buf+inv,83,112,0.0253
[state kept, by name, summed over array words and instances (netlist names), 32 cells and up]
register	flops
cb1.mod_N_counter_.count	32
cb3.mod_N_counter_.count	32
cb2.mod_N_counter_.count	32
cbx.mod_N_counter_.count	32
cb7.mod_N_counter_.count	32
cb6.mod_N_counter_.count	32
cb5.mod_N_counter_.count	32
cb4.mod_N_counter_.count	32
cb0.mod_N_counter_.count	32
No activity file was given, so power comes from the tool's default toggle rates.
